<file path="design/flow/design.v">
module Vending_machine(
    input clk,
    input reset,
    input quater,
    input dollar,
    input [3:0] select,
    input buy,
    input [3:0] load,
    output reg [11:0] money=0,
    output reg [3:0] product=0,
    output reg [3:0] out_of_stock=0
    );
    reg quater_prev;
    reg dollar_prev;
    reg buy_prev;
    reg [3:0]stock0=4'b1111;
    reg [3:0]stock1=4'b1111;
    reg [3:0]stock2=4'b1111;
    reg [3:0]stock3=4'b1111;
    always @(posedge clk)
    begin
     quater_prev<=quater_prev;
     dollar_prev<=dollar_prev;
     buy_prev<=buy;
    if (reset)
    money=0;
    else if (quater_prev==0 && quater==1)
    money<=money+25;
     else if (dollar_prev==0 && dollar==1)
    money<=money+25;
    else if(buy_prev==0 && buy==1)
    case(select)
    4'b0001:
    begin
    if(money>=12'd25 && stock0>0)
    money<=money-25;
    stock0<=(stock0)-1'b1;
    product[0]<=1;
    end
     4'b0010:
    begin
    if(money>=12'd50 && stock1>0)
    money<=money-50;
    stock1<=(stock1)-1'b1;
    product[1]<=1;
    end
     4'b0100:
    begin
    if(money>=12'd75 && stock2>0)
    money<=money-75;
    stock2<=(stock2)-1'b1;
    product[2]<=1;
    end
     4'b1000:
    begin
    if(money>=12'd100 && stock3>0)
    money<=money-100;
    stock3<=(stock3)-1'b1;
    product[3]<=1;
    end
    endcase
else if(buy_prev==1 && buy==0)
    begin 
    product[0]=0;
    product[1]=0;
    product[2]=0;
    product[3]=0;
    end 
 else 
    begin 
    if(stock0==0)
    out_of_stock[0]=1;
    else out_of_stock[0]=0;
    if(stock1==0)
    out_of_stock[1]=1;
    else out_of_stock[1]=0;
    if(stock2==0)
    out_of_stock[2]=1;
    else out_of_stock[2]=0;
    if(stock3==0)
    out_of_stock[3]=1;
    else out_of_stock[3]=0;
    end
    case(load)
    4'b0001:stock0<=4'b1111;
    4'b0010:stock1<=4'b1111;
    4'b0100:stock2<=4'b1111;
    4'b1000:stock3<=4'b1111;
    endcase 
      end  
endmodule
</file>
<file path="design/flow/run.sh">
#!/bin/bash
# OpenROAD 26Q1-2900-gdf79404cd8, Yosys 0.63+post, stock flow scripts
make -C /OpenROAD-flow-scripts/flow DESIGN_CONFIG=/design/flow/config.mk WORK_HOME=/design/flow/orfs finish
</file>
<file path="design/flow/config.mk">
export PLATFORM = sky130hd
export DESIGN_NAME = Vending_machine
export DESIGN_NICKNAME = Vending_machine
export VERILOG_FILES = /design/flow/design.v
export SDC_FILE = /design/flow/constraint.sdc
export NUM_CORES = 4
export LEC_CHECK = 1
export CORE_UTILIZATION = 50
</file>
<file path="design/flow/constraint.sdc">
current_design Vending_machine

set clk_period 4.5
set clk_io_pct 0.2

create_clock -name clk0 -period $clk_period [get_ports {clk}]

set non_clock_inputs [all_inputs -no_clocks]
set_input_delay [expr $clk_period * $clk_io_pct] -clock clk0 $non_clock_inputs
set_output_delay [expr $clk_period * $clk_io_pct] -clock clk0 [all_outputs]
</file>
==> run_results.csv <==
group,metric,value,unit
place,place_area,3090,µm²
timing,slew_headroom,39.2,%
critical_path,crit_arrival,3.54,ns
route,drc,0,
finish,fin_cells,439,
floorplanning,dieWidth,76.4,µm
timing,holdWs,0.501,ns
critical_path,r2r_slack,1.17,ns
run_status,status,"finished, final reports clean",
floorplanning,coreArea,5200,µm²
place,hpwl,4820,µm
route,antenna_cells,0,
route,drt-wirelength-per-cell,15.9,µm
synthesis,netlist.area_leader.share,21.0,%
finish,num-fill-cells,458,
timing,worstMarginPinSlew,0.909,ns
synthesis,ys_types,62,
timing,rsz0062_at_grt,"false",
cts,cts_setup_buffers,0,
critical_path,cp-end-kind,"register",
job,max-cap-violations,0,
route,via_count,2682,
route,drtPass1Iterations,5,
critical_path,cp_common_cell,"a2111oi_0",
grt,gr-total-overflow,0,
synthesis,yosysWarnings,1,
critical_path,critical_path_class,"primary input to register",
floorplanning,die.size.y,76.4,µm
grt,grt_max_degree,20,
grt,grt_first_pass_wirelength,11900,µm
cts,cts.sinks,37,
route,avgViaCountPerCell,6.11,
critical_path,cp_data_required_time,4.66,ns
synthesis,yosys_cells,348,
synthesis,edf_count,8,
timing,tns,0,ns
critical_path,crit_fanout,19,
cts,cts_tree,"done",
floorplanning,num_rows,26,
pwr,vdd_drop_max,0.000205,V
floorplanning,io_pins,33,
synthesis,ys_async_sr_fraction,0,%
cts,postCtsHoldBufs,0,
timing,finalHoldViolations,0,
job,warnings,38,
synthesis,yosysChipArea,2760,µm²
critical_path,worstPathCellList,"clkdlybuf4s50_1, nand2b_1, or3_1, nor2_1, a31oi_1, nand3_4, a2111oi_0, a2111oi_0",
timing,clock.fmax,296,MHz
finish,design_area,3200,µm²
finish,regArea,821,µm²
synthesis,topCellsByArea,"dfxtp_1, edfxtp_1, ha_1, nand2_1, a21oi_1",
timing,setup_violations,0,
floorplanning,fp_util,53.1,%
cts,ctsLongestPathBuffers,2,
worst_hold_path,min_path_type,"register to register",
floorplanning,die_area,5830,µm²
finish,logic_area,1770,µm²
critical_path,crit_path_start_kind,"primary input",
place,gp_congestion,0.964,
timing,period_needed,3.38,ns
synthesis,syn-instance-count,348,
synthesis,top_area_cell,"dfxtp_1",
cts,ctsResizeCount,0,
synthesis,syn_area,2760,µm²
pwr,power_density,263,nW/µm²
critical_path,cp_top_family,"simple AND/OR/NAND/NOR gates",
finish,area_growth,15.9,%
critical_path,worst_path_largest_cell_delay,0.62,ns
cts,h-tree-depth,2,
pwr,p_leak,1.20,nW
synthesis,synthFlopType,"dfxtp_1",
finish,drive_above_1_share,6.50,%
route,drt_wl_total,6980,µm
synthesis,ys_seq_share,29.7,%
place,portBuffers,30,
route,ant_nets,0,
place,dpl.cell_count,431,
cts,clk_latency,0.29,ns
critical_path,slowest_stage,"clkdlybuf4s50_1",
cts,root_buffer,"clkbuf_8",
route,dr.first_iter.drc_count,217,
timing,fin_skew,0.00321,ns
timing,period_used_share,75.0,%
critical_path,timing.critical_path.buf_inv,1,
synthesis,ys_ff,37,
cts,path_clk_slew,0.08,ns
grt,grt_pass1_vias,2362,
grt,antenna_found_initial,0,
finish,mostFrequentLayoutCell,"nand2_1",
timing,final_max_slew_viol_count,0,
grt,grtUsageTotal,26.0,%
cts,cts_made_buffers,5,
finish,final_cell_mix,"nand2_1, clkdlybuf4s50_1, dfxtp_1",
synthesis,syn_area_per_cell,7.94,µm²
-- final timing paths --
check	end	from	cells past startpoint
setup / recovery	money[4]$_SDFFE_PP0P_	select[2]	8
hold / removal	stock1[1]$_SDFFE_PN1P_	stock1[1]$_SDFFE_PN1P_	2
setup reg to reg	money[4]$_SDFFE_PP0P_	money[3]$_SDFFE_PP0P_	9
hold reg to reg	stock1[1]$_SDFFE_PN1P_	stock1[1]$_SDFFE_PN1P_	2
-- kinds of logic after synthesis --
logic type	share of synthesized area (%)
simple gates	24.1
compound gates	25.6
buf+inv	6.43
flops	29.7
xor+xnor	5.70
fa+ha+maj	7.70
mux	0.770
-- worst min-delay path: stages (launching register included) --
cell and delay (ns):
dfxtp_1 0.32, nand2_1 0.05, o211ai_1 0.07
-- layout make-up --
class                      count  area share, %
timing repair buffer          34           10.3
tap                           70           2.73
clock buffer                   6           2.26
sequential                    37           25.6
multi-input combinational    268           55.3
clock inverter                 2           1.21
inverter                      22           2.58
-- cells in the mapped netlist, drive strengths merged (5+ instances only) --
cell type and n:
a2111oi 7, a211oi 5, a21oi 25, a31oi 6
buf 7, clkbuf 14, dfxtp 29, edfxtp 8
ha 17, inv 22, nand2 38, nand2b 8
nand3 13, nor2 27, nor3 8, nor3b 5
nor4 7, o211ai 7, o21ai 19, xnor2 12
xor2 6
-- through the flow --
stage	util, %	setup slack [ns]	power, W
after floorplan	-	1.81	0.000504
after global placement	59.4	0.915	0.000554
after detailed placement	59.4	0.879	0.000555
after CTS	61.6	1.19	0.000847
after global routing	61.6	0.887	0.000889
final	61.6	1.12	0.000842
-- sequential cells by signal, summed over array words and instances, names as in the netlist --
signal and flops:
product 4, buy_prev 1, stock3 4, stock0 4
money 12, out_of_stock 4, stock2 4, stock1 4
-- power breakdown --
part | internal [W] | switching (W) | leakage (nW)
clock | 0.000166 | 0.000124 | 0.0554
combinational | 0.0000776 | 0.0000936 | 0.825
sequential | 0.000359 | 0.0000213 | 0.318
-- metal layers --
layer | track usage [%] | vias up | share of wire [%]
li1 | - | 1316 | -
met1 | 43.2 | 1240 | 50
met2 | 37.2 | 108 | 42
met3 | 2.55 | 18 | 6.1
met4 | 5.77 | 0 | 2.5
met5 | 0 | - | 0
Power figures rest on the tool's default switching activity, not on a simulated workload.
