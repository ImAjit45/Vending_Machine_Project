`config.mk`:
```
export PLATFORM = sky130hd
export DESIGN_NAME = Decoder_7_segment
export DESIGN_NICKNAME = Decoder_7_segment
export VERILOG_FILES = /design/flow/design.v
export SDC_FILE = /design/flow/constraint.sdc
export NUM_CORES = 4
export LEC_CHECK = 1
export CORE_AREA = 10 10 70 70
export DIE_AREA = 0 0 80 80
```
`constraint.sdc`:
```
current_design Decoder_7_segment

set clk_period 1.4
set clk_io_pct 0.2

create_clock -name clk0 -period $clk_period

set non_clock_inputs [all_inputs -no_clocks]
set_input_delay [expr $clk_period * $clk_io_pct] -clock clk0 $non_clock_inputs
set_output_delay [expr $clk_period * $clk_io_pct] -clock clk0 [all_outputs]
```
`design.v`:
```
module Decoder_7_segment(
     bcd,
     seg
    );
     input [3:0] bcd;
     output [6:0] seg;
     reg [6:0] seg;
    always @(bcd)
    begin
        case (bcd) 
            0 : seg = 7'b0000001;
            1 : seg = 7'b1001111;
            2 : seg = 7'b0010010;
            3 : seg = 7'b0000110;
            4 : seg = 7'b1001100;
            5 : seg = 7'b0100100;
            6 : seg = 7'b0100000;
            7 : seg = 7'b0001111;
            8 : seg = 7'b0000000;
            9 : seg = 7'b0000100;
            default : seg = 7'b1111111; 
        endcase
    end
endmodule
```
`run.sh`:
```
#!/bin/bash
# OpenROAD 26Q1-2900-gdf79404cd8, Yosys 0.63+post, stock flow scripts
make -C /OpenROAD-flow-scripts/flow DESIGN_CONFIG=/design/flow/config.mk WORK_HOME=/design/flow/orfs finish
```
==> results.sh <==
# implementation run metrics
export IMPL_layout_top_cells="7 x buf_2, 6 x buf_4, 5 x nor2_1"
export IMPL_inst_count_dp=93
export IMPL_max_freq_ghz=0.671
export IMPL_floorplan_die_width_um=80
export IMPL_congestion_overflow_gr=0
export IMPL_ys_chip_area_um2=210
export IMPL_worst_path_arrival_time_ns=1.21
export IMPL_boundaryPins=11
export IMPL_grt_setup_unrepaired="true"
export IMPL_detail_route_iter0_violations=0
export IMPL_postSynthCellCount=33
export IMPL_criticalPathCategory="in2out"
export IMPL_grt_first_pass_wirelength_um=1190
export IMPL_worst_slew_pin_slew_ns=0.238
export IMPL_detail_route_antenna_diodes=0
export IMPL_ys_types=13
export IMPL_setup_viol=1
export IMPL_final_min_period_over_clock_period=1.06
export IMPL_antenna_violating_nets_post_route=0
export IMPL_totalWireLength_um=748
export IMPL_critical_path_peak_fanout=3
export IMPL_io_buffers=11
export IMPL_initial_antenna_violation_count=0
export IMPL_placement_rows=21
export IMPL_hold_path_class="in2out"
export IMPL_slew_limit_headroom=0.841
export IMPL_hold_viol_final=0
export IMPL_critical_path_required_ns=1.12
export IMPL_dieHeight_um=80
export IMPL_fin_crit_ns=1.49
export IMPL_layoutNonFillerInstCount=96
export IMPL_clkbuf_count=0
export IMPL_grt_start_max_net_pins=11
export IMPL_power_density_nw_per_um2=245
export IMPL_max_cap_viol_count=0
export IMPL_worstHoldPathCells=4
export IMPL_finalSetupTns_ns=-0.0895
export IMPL_peak_supply_drop_v=0.0000357
export IMPL_synthToLayoutAreaGrowth_pct=122
export IMPL_detailedRoute_firstPassIterationCount=1
export IMPL_groute_usage_overall=0.0219
export IMPL_count_of_yosys_warnings_during_synthesis=1
export IMPL_remaining_drc_errors=0
export IMPL_wl_per_cell_um=7.79
export IMPL_dp_hpwl_um=573
export IMPL_mostFrequentLayoutCell="buf_2"
export IMPL_first_global_vias=247
export IMPL_stage_log_warning_count=38
export IMPL_outcome="finished, violations left"
export IMPL_regArea_um2=0
export IMPL_worst_hold_path_endpoint="seg[2]"
export IMPL_setup_slack_after_layout_ns=-0.0895
export IMPL_final_layout_size_suffix_gt1_frac=0.540
export IMPL_synth_cells_yosys=33
export IMPL_routabilityCongestion=0.720
export IMPL_startpoint_of_the_tightest_hold_check_path="bcd[0]"
export IMPL_nFillCells=398
export IMPL_synth_area_per_cell_um2=6.37
export IMPL_detail_route_vias_per_cell=2.77
export IMPL_floorplan_core_area_um2=3420
export IMPL_final_comb_area_um2=241
export IMPL_timing_final_max_slew_violations=0
export IMPL_mappedNetlistArea_um2=210
export IMPL_p_leak_nw=0.196
export IMPL_vias=266
export IMPL_nFlopsAndLatches=0
export IMPL_critPathLaunchType="primary input"
export IMPL_initial_utilization=0.0615
export IMPL_cts_hold_buf=0
export IMPL_failing_checks="setup timing"
export IMPL_end_kind="output port"
export IMPL_dieArea_um2=6400
export IMPL_postSynthSeqShare=0
-- metrics by stage --
step / setup WS [ns] / instance area [um2] / hold WS (ns) / power, mW / utilization
2_1_floorplan: 0.238 / 210 / 0.648 / 0.0371 / -
3_3_place_gp: -0.885 / 399 / 1.74 / 0.103 / 0.117
3_5_place_dp: -0.869 / 399 / 1.72 / 0.102 / 0.117
4_1_cts: -0.0879 / 414 / 0.989 / 0.0988 / 0.121
5_1_grt: -0.163 / 467 / 1.03 / 0.131 / 0.137
6_report: -0.0895 / 467 / 0.971 / 0.114 / 0.137
-- layer usage --
metal / global-route usage / share of wire
met2: 0.0377 / 0.45
met3: 0.00341 / 0.053
met5: 0 / 0
met1: 0.0297 / 0.49
met4: 0 / 0
-- cells by family after synthesis --
family / share of synthesized area
and+or+nand+nor: 0.310
AOI/OAI and AO/OA: 0.262
adders and majority gates: 0.298
buffers and inverters: 0.131
-- cell type report --
type | count | area share
well taps | 46 | 0.123
inverters | 3 | 0.0402
repair buffers | 19 | 0.319
multi-input cells | 28 | 0.517
-- synthesized netlist by cell type (all sizes together) --
library cell / count / area share
nand2: 2 / 0.036
inv: 3 / 0.054
ha: 5 / 0.30
nand2b: 4 / 0.12
nor2: 5 / 0.089
a21oi: 3 / 0.089
or2: 1 / 0.030
or2b: 1 / 0.036
o21ai: 6 / 0.14
buf: 2 / 0.077
a31oi: 1 / 0.030
-- power by group --
part,switching [mW],total [mW],internal (mW)
Sequential,0,0,0
Clock,0,0,0
Combinational,0.0490,0.114,0.0654
-- how the worst max path moves through the flow --
stage	startpoint	end	slack (ns)	cells past startpoint
CTS	bcd[1]	seg[3]	-0.09	7
global route	bcd[1]	seg[3]	-0.16	8
finish	bcd[1]	seg[3]	-0.09	8
-- critical path: stages --
cell	delay, ns
buf_8	0.08
inv_6	0.04
ha_4	0.13
or2_1	0.21
a21oi_2	0.17
buf_4	0.13
a31oi_2	0.03
buf_2	0.13
-- timing repair --
action	CTS	global route
pin swaps	8	3
setup buffers	2	1
gates resized	48	9
setup endpoints to repair	7	6
Power and IR drop assume default switching activity.
