--- /design/flow/run.sh ---
#!/bin/bash
# OpenROAD 26Q1-2900-gdf79404cd8, Yosys 0.63+post, stock flow scripts
make -C /OpenROAD-flow-scripts/flow DESIGN_CONFIG=/design/flow/config.mk WORK_HOME=/design/flow/orfs finish
--- /design/flow/config.mk ---
export PLATFORM = sky130hd
export DESIGN_NAME = Bnary_decimal
export DESIGN_NICKNAME = Bnary_decimal
export VERILOG_FILES = /design/flow/design.v
export SDC_FILE = /design/flow/constraint.sdc
export NUM_CORES = 4
export LEC_CHECK = 1
export CORE_AREA = 10 10 83 83
export DIE_AREA = 0 0 93 93
--- /design/flow/constraint.sdc ---
current_design Bnary_decimal

set clk_period 25.0
set clk_io_pct 0.2

create_clock -name clk0 -period $clk_period

set non_clock_inputs [all_inputs -no_clocks]
set_input_delay [expr $clk_period * $clk_io_pct] -clock clk0 $non_clock_inputs
set_output_delay [expr $clk_period * $clk_io_pct] -clock clk0 [all_outputs]
--- /design/flow/design.v ---
module Bnary_decimal(
    input [11:0] binary,
    output reg [3:0] thos,
    output reg [3:0] huns,
    output  reg[3:0] tens,
    output  reg[3:0] ones
    );
    reg [11:0] bcd_data=0;
    always @(binary)
    begin 
    bcd_data=binary;
    thos=bcd_data/1000;
    bcd_data=bcd_data%1000;
    huns=bcd_data/100;
    bcd_data=bcd_data%100;
   tens=bcd_data/10;
    ones =bcd_data%10; 
   end  
endmodule
==> flow_summary.json <==
{
  "antenna_left": 0,
  "layout.cells.non_filler": 449,
  "die_w_um": 93,
  "min_from": "binary[0]",
  "vias": 2935,
  "synthesis.area_mm2": 0.00255,
  "ios": 28,
  "topCellsByArea": "nand2_1 (5.9%), nor2_1 (4.9%), a21oi_1 (4.1%), a31oi_1 (2.9%), inv_1 (2.9%)",
  "fp.dieH_um": 93,
  "post_cts_resized": 0,
  "critPathKind": "in -> out",
  "grt_pass1_vias": 2625,
  "top_area_share_pct": 5.89,
  "core.rowCount": 26,
  "cellPowerDensity_mw_per_mm2": 82.9,
  "fin_crit_ps": 18140,
  "drt_iter0_drc": 226,
  "cp.required_ps": 20000,
  "fp_util_pct": 49.6,
  "layout-drive-gt1-share_pct": 14.2,
  "final-max-slew-violation-count": 0,
  "warnings": 33,
  "top_area_cell": "nand2_1",
  "antenna_cells": 0,
  "core_region_area_mm2": 0.00514,
  "hold_ws_ps": 10000,
  "cp_slowest_stage_delay_ps": 710,
  "portBuffers": 25,
  "ys_seq_share_pct": 0,
  "crit_path_end_kind": "primary output",
  "regArea_um2": 0,
  "drv_cap": 0,
  "wl_um": 7130,
  "timing.setup.tns_ps": 0,
  "chipArea_mm2": 0.00865,
  "period_used_pct": 72.5,
  "min_path_cells": 0,
  "cts_setup_buffers": 0,
  "min_to": "ones[0]",
  "grt_remaining_overflow": 0,
  "fmax_mhz": 55.1,
  "post_drt_wl_per_cell_um": 15.9,
  "layout_top_cells": "nand2_1 (40), nor2_1 (33), clkdlybuf4s50_1 (25)",
  "avgViaCountPerCell": 6.54,
  "setup.worst_path.start_class": "primary input",
  "lay_top_count": "nand2_1",
  "synth.distinct_cells": 100,
  "cp_max_fo": 12,
  "slew_headroom_pct": 57.0,
  "setup_viol_count_final": 0,
  "tightest_slew_ps": 641,
  "yosysWarningCount": 1,
  "antenna_found_initial": 0,
  "track_usage_pct": 16.4,
  "postSynthCellCount": 368,
  "numSequentialCells": 0,
  "peakVddDrop_v": 0.0000653,
  "cts_hold_buf": 0,
  "n_clock_buffer": 0,
  "ys_cells": 368,
  "yosysChipArea_mm2": 0.00255,
  "status": "complete, no violations",
  "grt_max_degree": 15,
  "grt_pass1_wl_um": 12400,
  "place_congestion": 0.999,
  "remaining_drc_errors": 0,
  "dr.pass1.iters": 5,
  "syn_avg_cell_area_um2": 6.93,
  "leakagePower_nw": 1.00,
  "hold_class": "in -> out",
  "rsz0062_at_grt": "no",
  "dp_hpwl_um": 5810,
  "arrival_ps": 13140,
  "hold_viol": 0,
  "crit_slowest_cell": "clkdlybuf4s50_1",
  "areaGrowthSynthToFinish_pct": 9.76,
  "dp_cells": 449
}
[layout make-up]
type,instances,area [um2]
tap,70,87.6
timing repair buffer,26,258
fill,514,2340
multi-input combinational,333,2380
inverter,20,75.1
[cells in the mapped netlist, types with 4 or more instances]
library cell and count:
xnor2_1 5, o2bb2ai_1 4, o21ai_0 15, nand2_1 40, buf_4 5, o31ai_1 5, or2_1 4, and3_1 5
o21ai_1 5, nor3_2 4, inv_1 20, a211oi_1 7, nor3_1 13, nor2_1 33, a31oi_1 12, a211oi_2 4
o21ai_2 5, or3_1 8, nand4_1 8, o21a_1 5, a21o_1 5, nand3_1 8, buf_2 5, a21oi_1 21
mux2i_1 4, o31a_1 5, o211ai_1 7
[worst max-delay path by stage]
stage,start,endpoint,cells past startpoint
5_1_grt,binary[8],ones[2],30
6_report,binary[8],ones[1],29
4_1_cts,binary[8],ones[1],30
[per-layer routing]
| layer | routed length, um | global-route usage (%) | vias up | share of wire (%) |
|---|---|---|---|---|
| met2 | 3280 | 27.2 | 103 | 46 |
| met5 | 0 | 0 | - | 0 |
| met4 | 17 | 1.16 | 0 | 0.24 |
| li1 | - | - | 1483 | - |
| met1 | 3370 | 23.9 | 1347 | 47 |
| met3 | 471 | 0.889 | 2 | 6.6 |
[critical path, delay by kind of cell]
| kind | cells | cell delay (ps) |
|---|---|---|
| fa+ha+maj | 2 | 520 |
| simple gates | 10 | 2130 |
| xor+xnor | 1 | 320 |
| buf+inv | 2 | 1210 |
| mux | 2 | 750 |
| compound gates | 12 | 3200 |
[through the flow]
stage | worst slack (ps) | area (um2) | util [%] | power [mW]
5_1_grt | 6080 | 2800 | 54.5 | 0.260
6_report | 6860 | 2800 | 54.5 | 0.232
3_5_place_dp | 6890 | 2800 | 54.5 | 0.233
2_1_floorplan | 8900 | 2550 | - | 0.162
4_1_cts | 6890 | 2800 | 54.5 | 0.234
3_3_place_gp | 7020 | 2800 | 54.5 | 0.234
[power by group]
part / internal [mW] / switching [mW]
sequential: 0 / 0
clock: 0 / 0
combinational: 0.115 / 0.117
[logic make-up after synthesis]
kind of cell | Yosys count | synth area share, %
mux | 9 | 4.51
xor+xnor | 8 | 3.34
other cells | 1 | 0.147
buf+inv | 35 | 6.72
simple gates | 155 | 33.1
fa+ha+maj | 5 | 2.26
compound gates | 155 | 50.0
No activity file was given, so power comes from the tool's default toggle rates.
